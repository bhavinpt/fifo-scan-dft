<file path="./config.mk">
export PLATFORM = sky130hd
export DESIGN_NAME = fifo
export DESIGN_NICKNAME = fifo
export VERILOG_FILES = /design/flow/design.v
export SDC_FILE = /design/flow/constraint.sdc
export NUM_CORES = 4
export LEC_CHECK = 1
export CORE_UTILIZATION = 30
</file>
<file path="./constraint.sdc">
current_design fifo

set clk_period 6.5
set clk_io_pct 0.2

create_clock -name clk0 -period $clk_period [get_ports {clk}]

set non_clock_inputs [all_inputs -no_clocks]
set_input_delay [expr $clk_period * $clk_io_pct] -clock clk0 $non_clock_inputs
set_output_delay [expr $clk_period * $clk_io_pct] -clock clk0 [all_outputs]
</file>
<file path="./design.v">
module fifo #(parameter DEPTH=8, DATA_WIDTH=16) (
  input clk, rst_n,
  input w_en, r_en,
  input [DATA_WIDTH-1:0] data_in,
  output reg [DATA_WIDTH-1:0] data_out,
  output full, empty
);
  reg [$clog2(DEPTH)-1:0] w_ptr, r_ptr;
  reg [DATA_WIDTH-1:0] fifo[DEPTH];
  always@(posedge clk) 
  begin
      if(!rst_n) 
      begin
          w_ptr <= 0; r_ptr <= 0;
          data_out <= 0;
      end
      else 
      begin
          if(w_en & !full)begin
              fifo[w_ptr] <= data_in;
              w_ptr <= w_ptr + 1;
          end
          if(r_en & !empty) begin
              data_out <= fifo[r_ptr];
              r_ptr <= r_ptr + 1;
          end
      end
  end
  assign full = ((w_ptr+1'b1) == r_ptr);
  assign empty = (w_ptr == r_ptr);
endmodule
</file>
<file path="./run.sh">
#!/bin/bash
# OpenROAD 26Q1-2900-gdf79404cd8, Yosys 0.63+post, stock flow scripts
make -C /OpenROAD-flow-scripts/flow DESIGN_CONFIG=/design/flow/config.mk WORK_HOME=/design/flow/orfs finish
</file>
==> reports/metrics.yaml <==
status: "completed"
die_x_um: 145
drt_iter0_markers: 217
relSlewSlack: 0.385
cts_hold_buf: 0
final_common_cell: "edfxtp_1"
grtUsageMet3: 0.0779
grt_pass1_vias: 3331
rsz0062_at_grt: "false"
grt_pass1_wl_um: 18800
ff2ff_path_depth: 4
crit_slowest_cell: "xor2_2"
rows: 51
htreeDepth: 4
skew_ps: 5.09
cp_data_required_time_ps: 5200
ys_seq_elements: 150
dr.pass1.iters: 4
grt_max_degree: 38
min_path_type: "flip-flop to flip-flop"
num_vias: 3119
finalClockPeriodUsage: 0.597
wl_per_cell_um: 18.0
cp_max_fo: 37
hold_depth: 2
endpoint: "empty"
lay_top_cells: "128 x edfxtp_1, 37 x clkdlybuf4s50_1, 32 x mux4_2"
setup_ws_ps: 2620
crit_type: "flip-flop to output pin"
drc: 0
r2r-end: "r_ptr[0]"
max_freq_mhz: 258
die.size.y_um: 145
slew_viol_final: 0
cts_sinks: 150
areaGrowthSynthToFinish_pct: 21.9
cap_violations: 0
post-place-ws_ps: 2990
grt-busiest-layer: "met2"
place_congestion: 0.772
tightest_slew_ps: 922
rrSetupSlack_ps: 3760
floorplan.core_util: 0.309
synthCells: 324
startpoint_type: "flip-flop"
worstSetupEndpointType: "output pin"
avgSynthCellArea_um2: 18.8
track_usage: 0.131
core_area_um2: 19700
crit_arrival_ps: 2580
synth_area_um2: 6090
design_area_um2: 7430
fin_util: 0.377
clk_latency_ps: 420
cts_tree: "done"
cts_resized: 0
finalCriticalPeriod_ps: 3880
pin_count: 38
finalSetupTns_ps: 0
routed_via_density: 4.81
yosysWarnings: 1
setup_violations: 0
clockBufferDepth: 2
tool_warnings: 25
ctsRootBufferMaster: "clkbuf_16"
power_leakage_nw: 2.40
drive_gt1_frac: 0.258
max_stage_delay_ps: 670
post_cts_buffers: 0
worstSetupStartpoint: "r_ptr[0]"
n_antenna_cell: 0
dpl.cell_count: 616
layout.cells.non_filler: 648
portBuffers: 37
crit_chain: "buf_4 > xor2_2 > nor3_1 > clkdlybuf4s50_1"
cts.clk_slew.worst_paths_ps: 60
use_met2: 0.207
power_mw: 3.02
use_met1: 0.160
cts_buffers: 17
wl_um: 11700
ant_nets: 0
hpwl_um: 6790
power_density_nw_per_um2: 407
die_area_um2: 20900
r2r-start: "r_ptr[0]"
grt-ovfl-total: 0
synthDistinctLibCells: 36
yosysCellCount: 324
holdWs_ps: 562
vdd.ir_drop.worst_mv: 0.165
yosys-stat-area_um2: 6090
place_area_um2: 6800
final-hold-violation-count: 0
grt_antenna_before_repair: 1
ys_seq_frac: 0.703
==> synthesized netlist by cell type <==
master	number	area, um2
o31a_1	1	8.76
xor2_2	1	16.3
dfxtp_1	22	440
xor2_1	3	26.3
nand3b_1	3	22.5
mux2i_1	18	180
xor3_2	1	25.0
o211ai_1	1	7.51
buf_4	5	37.5
buf_2	4	20.0
o21a_1	16	120
o41ai_1	16	140
mux4_2	32	721
buf_8	1	15.0
and3b_1	1	8.76
a21oi_1	6	30.0
nand2_1	9	33.8
edfxtp_1	128	3840
buf_6	3	33.8
inv_2	1	3.75
nor3_1	6	30.0
or4_1	4	30.0
ha_1	2	25.0
o21ai_0	1	5.00
inv_1	2	7.51
nand2b_1	2	12.5
a211o_1	1	8.76
nand3_1	1	5.00
xnor2_2	1	16.3
clkbuf_1	10	37.5
o31ai_4	1	21.3
o2111ai_1	2	17.5
nand4_1	4	25.0
a21oi_2	10	87.6
a31oi_1	1	6.26
nor4_1	4	25.0
==> per-layer routing <==
metal  wire [um]  part of all wire  vias to the layer above
met5          13            0.0011                        -
met4         206             0.018                        2
met3        1340              0.11                       20
met2        5690              0.49                      129
met1        4440              0.38                     1528
li1            -                 -                     1440
==> flip-flops by register name, indices dropped and copies added (netlist names) <==
register / cells
r_ptr: 3
fifo: 128
w_ptr: 3
data_out: 16
==> final cells by class <==
| cell class | count | area, um2 |
|---|---|---|
| Tap cell | 265 | 332 |
| Multi-Input combinational cell | 148 | 1700 |
| Fill cell | 1748 | 12300 |
| Sequential cell | 150 | 4290 |
| Clock inverter | 15 | 209 |
| Clock buffer | 17 | 425 |
| Timing Repair Buffer | 50 | 468 |
| Inverter | 3 | 11.3 |
==> worst max-delay path: cells and delay by family (launching register included) <==
kind	cells	cell delay [ps]
buffers and inverters	2	1010
XOR/XNOR	1	670
AND/OR/NAND/NOR	1	170
flip-flops	1	310
==> how the worst min path moves through the flow <==
stage / start / to / slack (ps)
after CTS: data_out[6] / data_out[6] / 570
after global routing: data_out[6] / data_out[6] / 590
final: data_out[8] / data_out[8] / 560
==> kinds of logic (layout without fill, tap and decap cells) <==
logic type               count (synthesis)  in the layout  share of synthesized area
adder cells (fa/ha/maj)                  2              2                    0.00411
XOR/XNOR                                 6              6                     0.0138
AND/OR/NAND/NOR                         34             34                     0.0316
multiplexers                            50             50                      0.148
flip-flops                             150            150                      0.703
buffers and inverters                   26             85                     0.0255
AND-OR/OR-AND                           56             56                     0.0743
==> report_power, final <==
| part | total, mW | internal [mW] | switching [mW] | leakage (nW) |
|---|---|---|---|---|
| Combinational | 0.766 | 0.379 | 0.387 | 0.761 |
| Clock | 1.04 | 0.675 | 0.365 | 0.304 |
| Sequential | 1.22 | 1.15 | 0.0662 | 1.34 |
| Total | 3.02 | 2.20 | 0.818 | 2.40 |
Power figures rest on the tool's default switching activity, not on a simulated workload.
